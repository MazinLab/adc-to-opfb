**design/flow/run.sh**
```bash
#!/bin/bash
# OpenROAD 26Q1-2900-gdf79404cd8, Yosys 0.63+post, stock flow scripts
make -C /OpenROAD-flow-scripts/flow DESIGN_CONFIG=/design/flow/config.mk WORK_HOME=/design/flow/orfs finish
```
**design/flow/config.mk**
```make
export PLATFORM = sky130hd
export DESIGN_NAME = adc_to_opfb_hls_deadlock_detect_unit
export DESIGN_NICKNAME = adc_to_opfb_hls_deadlock_detect_unit
export VERILOG_FILES = /design/flow/design.v
export SDC_FILE = /design/flow/constraint.sdc
export NUM_CORES = 4
export LEC_CHECK = 1
export CORE_AREA = 10 10 70 70
export DIE_AREA = 0 0 80 80
```
**design/flow/constraint.sdc**
```tcl
current_design adc_to_opfb_hls_deadlock_detect_unit

set clk_period 1.2
set clk_io_pct 0.2

create_clock -name clk0 -period $clk_period [get_ports {clock}]

set non_clock_inputs [all_inputs -no_clocks]
set_input_delay [expr $clk_period * $clk_io_pct] -clock clk0 $non_clock_inputs
set_output_delay [expr $clk_period * $clk_io_pct] -clock clk0 [all_outputs]
```
**design/flow/design.v**
```verilog
`timescale 1 ns / 1 ps
module adc_to_opfb_hls_deadlock_detect_unit #( 
    parameter PROC_NUM = 4, 
    parameter PROC_ID = 0, 
    parameter IN_CHAN_NUM = 2, 
    parameter OUT_CHAN_NUM = 3) (
    input reset,
    input clock,
    input [OUT_CHAN_NUM - 1:0] proc_dep_vld_vec,
    input [IN_CHAN_NUM - 1:0] in_chan_dep_vld_vec,
    input [IN_CHAN_NUM * PROC_NUM - 1:0] in_chan_dep_data_vec,
    input [IN_CHAN_NUM - 1:0] token_in_vec,
    input dl_detect_in,
    input origin,
    input token_clear,
    output [OUT_CHAN_NUM - 1:0] out_chan_dep_vld_vec,
    output [PROC_NUM - 1:0] out_chan_dep_data,
    output reg [OUT_CHAN_NUM - 1:0] token_out_vec ,
    output reg dl_detect_out);
    reg [PROC_NUM - 1:0] dep;
    reg [PROC_NUM - 1:0] dep_reg;
    wire [(IN_CHAN_NUM + 1) * PROC_NUM - 1:0] dep_comb;
    assign dep_comb[PROC_NUM - 1:0] = {PROC_NUM{1'b0}};
    genvar i;
    generate
        for (i = 0; i < IN_CHAN_NUM; i = i + 1) begin:B1
            assign dep_comb[(i + 1) * PROC_NUM +: PROC_NUM] = {PROC_NUM{in_chan_dep_vld_vec[i]}} & in_chan_dep_data_vec[i * PROC_NUM +: PROC_NUM] | dep_comb[i * PROC_NUM +: PROC_NUM];
        end
    endgenerate
    always @ (dep_comb or dep_reg or dl_detect_in or token_in_vec) begin
        if (~dl_detect_in | (dl_detect_in & |(token_in_vec))) begin
            dep = dep_comb[IN_CHAN_NUM * PROC_NUM +: PROC_NUM];
        end
        else begin
            dep = dep_reg;
        end
    end
    always @ (negedge reset or posedge clock) begin
        if (~reset) begin
            dep_reg <= 'b0;
        end
        else begin
            if (|proc_dep_vld_vec) begin
                dep_reg <= dep;
            end
            else begin
                dep_reg <= 'b0;
            end
        end
    end
    assign out_chan_dep_vld_vec = proc_dep_vld_vec;
    assign out_chan_dep_data = dep_reg | ('b1 << PROC_ID);
    always @ (dep or dl_detect_in or token_in_vec or proc_dep_vld_vec) begin
        if (~dl_detect_in | (dl_detect_in & |(token_in_vec))) begin
            dl_detect_out = dep[PROC_ID] & (|proc_dep_vld_vec);
        end
        else begin
            dl_detect_out = 'b0;
        end
    end
    always @ (negedge reset or posedge clock) begin
        if (~reset) begin
            token_out_vec <= 'b0;
        end
        else begin
            if ((|token_in_vec & ~token_clear) | origin) begin 
                token_out_vec <= proc_dep_vld_vec;
            end
            else begin
                token_out_vec <= 'b0;
            end
        end
    end
endmodule
```
==> results.toml <==
# generated from flow reports
[global_route]
grt_util_all_layers_pct = 3.91
first_global_vias = 400
grt_antenna_before_repair = 0
global_route_wire_length_before_repair_um = 1950
global_route.overflow_total = 0
grt_start_max_net_pins = 7

[logic_synthesis]
synthDominantCellAreaShare_pct = 44.6
yosysCellCount = 31
ys_seq_elements = 6
synth_area_per_cell_um2 = 10.9
synth.distinct_cells = 13
postSynthCellCount = 31
synthDominantAreaCellType = "sky130_fd_sc_hd__dfrtp_1"
yosys.stat.seqShare_pct = 44.6
top_cells_by_area = "sky130_fd_sc_hd__dfrtp_1 (45%), sky130_fd_sc_hd__buf_4 (16%), sky130_fd_sc_hd__o2bb2ai_1 (7.8%)"
ys_area_um2 = 337
syn-cell-area_um2 = 337
yosys_warnings = 1

[timing]
finalClockPeriodUsage_pct = 103
final-hold-violation-count = 0
period_minus_slack_ps = 1230
timing.final.ws_setup_ps = -31.6
report.final.setup_viol = 1
final.setup.tns_ps = -31.6
setup_repair_after_global_routing_missed_its_margin = "true"
max_clock_freq_ghz = 0.812
clock-skew-final_ps = 0
maxSlewViolCount = 0

[cts]
cts.sinks = 6
htree_num_levels = 1
clkLatencyLatePin_ps = 240
max-clock-path-buffers = 2
clk_pin_slew_worst_paths_ps = 40
cts-buffers-inserted = 3
cts_tree = "done"
ctsRootBufferMaster = "sky130_fd_sc_hd__clkbuf_4"

[setup_path]
crit_path_cell_trace = "buf_6, or3b_4, and3b_4, buf_2"
critical_path.startpoint_type = "input pin"
end_kind = "output pin"
crit-reg2reg-capture = "dep_reg[2]$_DFFE_PN0P_"
worstPathMaxFanout = 2
setup.worst_path.end = "dl_detect_out"
cp_data_arrival_time_ps = 990
path_class = "in2out"
critical_path.max_stage_delay_ps = 380
startpoint = "token_in_vec[1]"
reg2reg_from = "dep_reg[2]$_DFFE_PN0P_"
worst_ep_required_time_ps = 960
ff2ff_setup_slack_ps = 470
timing.reg2reg.worst_path_depth = 2
crit_path_top_delay_cell = "sky130_fd_sc_hd__or3b_4"

[routing]
antenna_left = 0
drt_first_iter_violations = 13
vias_per_cell = 3.10
drt_pass1_iterations = 2
routed_wirelength_um = 1230
routed_wire_length_per_instance_um = 10.6
antenna_cells_inserted = 0
vias = 360
drt_drc_violations_left = 0

[place]
final_replace_weighted_congestion = 0.822
port-buffer-count = 29
detailed_place_hpwl_um = 1080
detailedPlace.worstSlack_ps = -694
placed_area_um2 = 707

[die]
design.die.area_um2 = 6400
horiz_die_dim_um = 80
die_h_um = 80
fp_util_pct = 9.85
fp.coreArea_um2 = 3420
placement_rows = 21
io_pins = 31

[min_path]
hp-class = "in2async"

[layout]
layout_area_overhead_pct = 120
filler_cell_count = 385
layout_cell_share_with_drive_strength_beyond_1_pct = 40.0
postLayoutCellArea_um2 = 739
final_core_utilization_pct = 21.6

[job]
tool_warnings = 27
drv.max_cap_violation_count = 0

[pwr]
power-per-cell-area_nw_per_um2 = 774
maximum_vdd_ir_drop_mv = 0.432
total_leakage_power_uw = 0.000348
power.total_uw = 572

[run_status]
outcome = "complete, but fails checks"
violations = "negative setup slack"
cells by family after synthesis:
kind of cell / Yosys count / share of synthesized area [%]
simple gates: 9 / 18.6
flops: 6 / 44.6
buf+inv: 7 / 15.6
compound gates: 8 / 20.1
other cells: 1 / 1.11
cell type report:
| class | count | area (um2) | area share (%) |
|---|---|---|---|
| Multi-Input combinational cell | 18 | 139 | 18.8 |
| Sequential cell | 6 | 150 | 20.3 |
| Tap cell | 46 | 57.6 | 7.78 |
| Clock buffer | 3 | 22.5 | 3.05 |
| Timing Repair Buffer | 43 | 370 | 50.1 |
cells in the mapped netlist:
cell	number
sky130_fd_sc_hd__a22o_1	1
sky130_fd_sc_hd__a22oi_1	3
sky130_fd_sc_hd__and3b_4	1
sky130_fd_sc_hd__buf_4	7
sky130_fd_sc_hd__conb_1	1
sky130_fd_sc_hd__dfrtp_1	6
sky130_fd_sc_hd__nor2_1	2
sky130_fd_sc_hd__nor2b_1	3
sky130_fd_sc_hd__nor3_1	1
sky130_fd_sc_hd__o21ba_2	1
sky130_fd_sc_hd__o2bb2ai_1	3
sky130_fd_sc_hd__or2b_1	1
sky130_fd_sc_hd__or3b_4	1
report_power, final:
part           internal [uW]  leakage (uW)  switching [uW]
sequential               220     0.0000744            6.08
combinational            124      0.000260            46.5
clock                    112     0.0000138            63.4
total                    456      0.000348             116
repair_timing:
item / CTS / global route
setup buffers: 3 / 1
endpoints found under the hold margin: 0 / 0
pin swaps: 3 / 1
hold buffers: 0 / 0
setup endpoints to repair: 13 / 1
gates resized: 40 / 1
through the flow:
step / instances / hold WS [ps]
finish: 116 / 234
global route: 116 / 235
CTS: 115 / 236
detailed placement: 109 / 479
global placement: 109 / 480
floorplan: 31 / -55.6
worst max-delay path, delay by kind of cell:
kind	cells	cell delay [ps]
buffers and inverters	2	190
and+or+nand+nor	2	560
cell usage in the layout (no fill, tap or decap):
cell	count
sky130_fd_sc_hd__a22o_1	1
sky130_fd_sc_hd__a22oi_1	3
sky130_fd_sc_hd__and3b_4	1
sky130_fd_sc_hd__buf_2	4
sky130_fd_sc_hd__buf_4	13
sky130_fd_sc_hd__buf_6	3
sky130_fd_sc_hd__clkbuf_4	3
sky130_fd_sc_hd__clkdlybuf4s15_1	1
sky130_fd_sc_hd__clkdlybuf4s15_2	1
sky130_fd_sc_hd__clkdlybuf4s50_1	11
sky130_fd_sc_hd__conb_1	1
sky130_fd_sc_hd__dfrtp_1	6
sky130_fd_sc_hd__dlygate4sd2_1	10
sky130_fd_sc_hd__nor2_1	2
sky130_fd_sc_hd__nor2b_1	3
sky130_fd_sc_hd__nor3_2	1
sky130_fd_sc_hd__o21ba_2	1
sky130_fd_sc_hd__o2bb2ai_1	3
sky130_fd_sc_hd__or2b_1	1
sky130_fd_sc_hd__or3b_4	1
how the worst min path moves through the flow:
| stage | cells past startpoint | endpoint |
|---|---|---|
| CTS | 1 | dep_reg[2]$_DFFE_PN0P_ |
| global route | 1 | dep_reg[2]$_DFFE_PN0P_ |
| finish | 1 | dep_reg[2]$_DFFE_PN0P_ |
metal layers:
metal,GRT usage [%],up-vias,wire [um],part of all wire (%)
li1,-,184,-,-
met1,4.71,152,544,44
met2,5.54,24,500,41
met3,3.07,0,188,15
met4,0.352,0,0,0
met5,0,-,0,0
Power is estimated from default activity; no workload was simulated.
