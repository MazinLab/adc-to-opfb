## flow/config.mk

```make
export PLATFORM = sky130hd
export DESIGN_NAME = adc_to_opfb_hls_deadlock_idx0_monitor
export DESIGN_NICKNAME = adc_to_opfb_hls_deadlock_idx0_monitor
export VERILOG_FILES = /design/flow/design.v
export SDC_FILE = /design/flow/constraint.sdc
export NUM_CORES = 4
export LEC_CHECK = 1
export CORE_AREA = 10 10 70 70
export DIE_AREA = 0 0 80 80
```

## flow/constraint.sdc

```tcl
current_design adc_to_opfb_hls_deadlock_idx0_monitor

set clk_period 1.0
set clk_io_pct 0.2

create_clock -name clk0 -period $clk_period [get_ports {clock}]

set non_clock_inputs [all_inputs -no_clocks]
set_input_delay [expr $clk_period * $clk_io_pct] -clock clk0 $non_clock_inputs
set_output_delay [expr $clk_period * $clk_io_pct] -clock clk0 [all_outputs]
```

## flow/design.v

```verilog
`timescale 1 ns / 1 ps
module adc_to_opfb_hls_deadlock_idx0_monitor (  
    input wire clock,
    input wire reset,
    input wire [2:0] axis_block_sigs,
    input wire [4:0] inst_idle_sigs,
    input wire [1:0] inst_block_sigs,
    output wire [8:0] axis_block_info,
    output wire block
);
reg [8:0] monitor_axis_block_info;
reg monitor_find_block;
wire idx1_block;
wire idx2_block;
wire [1:0] process_idle_vec;
wire [1:0] process_chan_block_vec;
wire [1:0] process_axis_block_vec;
wire df_has_axis_block;
wire all_process_stop;
assign axis_block_info = (monitor_find_block == 1'b1) ? monitor_axis_block_info : 9'h0;
assign block = monitor_find_block;
assign idx2_block = axis_block_sigs[2];
assign process_axis_block_vec[0] = idx1_block & (1'b0 | axis_block_sigs[0] | axis_block_sigs[1]);
assign process_idle_vec[0] = inst_idle_sigs[0];
assign process_chan_block_vec[0] = inst_block_sigs[0];
assign process_axis_block_vec[1] = idx2_block & (1'b0 | axis_block_sigs[2]);
assign process_idle_vec[1] = inst_idle_sigs[1];
assign process_chan_block_vec[1] = inst_block_sigs[1];
assign df_has_axis_block = |{process_axis_block_vec};
assign all_process_stop = (process_idle_vec[0] | process_chan_block_vec[0] | process_axis_block_vec[0]) & (process_idle_vec[1] | process_chan_block_vec[1] | process_axis_block_vec[1]);
always @(posedge clock) begin
    if (reset == 1'b1)
        monitor_find_block <= 1'b0;
    else if (df_has_axis_block == 1'b1 && all_process_stop == 1'b1)
        monitor_find_block <= 1'b1;
    else
        monitor_find_block <= 1'b0;
end
always @(posedge clock) begin
    if (reset == 1'b1)
        monitor_axis_block_info[2:0] <= 3'h0;
    else if (axis_block_sigs[0])
        monitor_axis_block_info[2:0] <= ~(3'h1 << 0);
    else
        monitor_axis_block_info[2:0] <= 3'h0;
end
always @(posedge clock) begin
    if (reset == 1'b1)
        monitor_axis_block_info[5:3] <= 3'h0;
    else if (axis_block_sigs[1])
        monitor_axis_block_info[5:3] <= ~(3'h1 << 1);
    else
        monitor_axis_block_info[5:3] <= 3'h0;
end
always @(posedge clock) begin
    if (reset == 1'b1)
        monitor_axis_block_info[8:6] <= 3'h0;
    else if (axis_block_sigs[2])
        monitor_axis_block_info[8:6] <= ~(3'h1 << 2);
    else
        monitor_axis_block_info[8:6] <= 3'h0;
end
 adc_to_opfb_hls_deadlock_idx1_monitor adc_to_opfb_hls_deadlock_idx1_monitor_U (
    .clock(clock),
    .reset(reset),
    .axis_block_sigs(axis_block_sigs),
    .inst_idle_sigs(inst_idle_sigs),
    .inst_block_sigs(inst_block_sigs),
    .block(idx1_block)
);
endmodule
`timescale 1 ns / 1 ps
module adc_to_opfb_hls_deadlock_idx1_monitor (  
    input wire clock,
    input wire reset,
    input wire [2:0] axis_block_sigs,
    input wire [4:0] inst_idle_sigs,
    input wire [1:0] inst_block_sigs,
    output wire block
);
reg monitor_find_block;
wire sub_parallel_block;
wire all_sub_parallel_has_block;
wire all_sub_single_has_block;
wire cur_axis_has_block;
wire seq_is_axis_block;
assign block = monitor_find_block;
assign all_sub_parallel_has_block = 1'b0;
assign all_sub_single_has_block = 1'b0;
assign cur_axis_has_block = 1'b0 | axis_block_sigs[0] | axis_block_sigs[1];
assign seq_is_axis_block = all_sub_parallel_has_block | all_sub_single_has_block | cur_axis_has_block;
always @(posedge clock) begin
    if (reset == 1'b1)
        monitor_find_block <= 1'b0;
    else if (seq_is_axis_block == 1'b1)
        monitor_find_block <= 1'b1;
    else
        monitor_find_block <= 1'b0;
end
endmodule
```

## flow/run.sh

```bash
#!/bin/bash
# OpenROAD 26Q1-2900-gdf79404cd8, Yosys 0.63+post, stock flow scripts
make -C /OpenROAD-flow-scripts/flow DESIGN_CONFIG=/design/flow/config.mk WORK_HOME=/design/flow/orfs finish
```

==> notes.md <==
flow finished, numbers: aoi/oai-family share of the synthesized area 8.092%, worst hold stages 2, root buffer selected by CTS clkbuf_4, FF-to-FF setup slack 0.25 ns, per-cell routed wire length 7.716 um, deepest level of the CTS H-tree 1, final worst slack -0.1045 ns, yosys warns 2, Dominant comb cell simple AND/OR/NAND/NOR gates, non-filler cells, final 88, Core Density at Floorplan 6.337%, cell total after placement 81, total of buffers placed on input and output ports 15, via-per-instance ratio 2.409, wire length of the first global-routing pass 1055 um, Max rail drop VDD 0.0003828 V, Hold WC Path Type reg2reg, later-pin clock latency in the skew report 0.24 ns, Placement Cell Area 386.6 um^2, failing checks negative setup slack, wire length after detailed routing 679 um, gp weighted congestion 0.7082, Clock Pin Slew Worst Setup and Hold Paths 0.04 ns, result of the run finished, violations left, die area 6400 um^2, final hold violation count 0, worst slack after detailed placement -0.2014 ns, DRC violations left 0, number of hold-repair buffers added at the cts stage 0, Global Route Usage Sum 2.132%, Worst Hold Slack 0.5119 ns, start point of the critical path monitor_find_block, DIE HEIGHT 80 um, number of sinks handled by clock tree synthesis 5, horizontal die dimension 80 um, Setup crit end kind output pin, Storage cell area 101.3 um^2, simple share 23.12%, CTS tree built, Worst Path Arrival 0.90 ns, crit path time final 1.105 ns, area of the mapped netlist 216.5 um^2, capture instance of the worst register-to-register path monitor_find_block, Initial DRC Count 4, fill cell total of the finished layout 407, critical path required time 0.80 ns, destination of the worst hold path monitor_find_block, post-route clock skew 0.0005602 ns, Max-Cap Viols 0, final worst-path cycle share 110.5%, Multiplexer share 0%, Final Max Tran Viols 0, final-report setup violation count 7, core area 3416 um^2, worst-case clock buffer depth 2, final cell area excluding filler cells 456.7 um^2, # IOs 22, number of global-route vias before repair 246, f_max 0.9054 GHz, Post-DRT Antenna Nets 0, logic area 86.33 um^2, most frequent cells in the layout 8 x clkdlybuf4s50_1, 8 x buf_6, 4 x dfxtp_1, post-synthesis share of cell area spent on xor and xnor gates 0%, Setup crit start kind flip-flop, fraction of final layout cells with drive strength greater than 1 40.48%, FA/HA/MAJ Cells, Area Fraction 0%, number of cells traversed by the worst register-to-register path 2, count of different cell masters after synthesis 10, maximum fanout encountered on the critical timing path 3, unrepaired setup endpoints after global routing true, register share after synthesis 46.24%, average cell area after synthesis 9.019 um^2, total power per unit cell area 1193 nW/um^2, number of detailed-route iterations in the first pass 2, total negative setup slack -0.6938 ns, number of warning messages in the logs 30, classification of the worst setup path reg2out, area of the synthesized netlist per yosys stat 216.5 um^2, Ant. Diodes 0, gate count after technology mapping 24, grt total ovfl 0, Layout Area Growth over Synthesis 111.0%, largest net degree at the start of global routing 6, leakage component of the power 0.1850 nW, Row Count 21, antenna violations before repair 0, routed via count 212, synthesis-stage register bit count 5, ys cells 24, Inserted Clock Buffers 3
[state kept, by name, summed over array words and instances, names as in the netlist]
register                                                    count
monitor_axis_block_info                                         3
adc_to_opfb_hls_deadlock_idx1_monitor_U.monitor_find_block      1
monitor_find_block                                              1
[per-stage QoR]
stage	total power, W	utilization [%]
after CTS	0.0005453	12.45
after global routing	0.0005829	13.37
after floorplan	0.0002438	-
final	0.0005450	13.37
after global placement	0.0002914	11.32
after detailed placement	0.0002928	11.32
[cell families (layout without fill, tap and decap cells)]
logic type	count (synthesis)	count (layout)
other cells	1	3
compound gates	3	3
buf+inv	6	22
flops	5	5
simple gates	9	9
[cell usage after synthesis]
cell | instances | area (um^2)
a211oi_1 | 1 | 7.510
and2_1 | 3 | 18.77
buf_4 | 6 | 45.04
conb_1 | 1 | 3.750
dfxtp_1 | 5 | 100.1
nor2_1 | 2 | 7.510
nor2b_1 | 3 | 18.77
nor3_1 | 1 | 5.000
o21ai_0 | 1 | 5.000
o21ai_1 | 1 | 5.000
[metal layers]
metal / part of all wire, % / routed length, um / up-vias / GRT usage, %
li1: - / - / 102 / -
met1: 56 / 379 / 91 / 2.865
met2: 28 / 193 / 19 / 2.488
met3: 16 / 106 / 0 / 1.932
met4: 0 / 0 / 0 / 0.1761
met5: 0 / 0 / - / 0
[power breakdown]
group          internal [W]  total [W]  switching, W
sequential         0.000213   0.000218    0.00000446
combinational     0.0000696  0.0000948     0.0000252
clock              0.000151   0.000233     0.0000819
total              0.000433   0.000545      0.000112
[worst max path at each step]
stage	endpoint	slack, ns	depth (start not counted)
4_1_cts	axis_block_info[5]	-0.13	3
5_1_grt	axis_block_info[2]	-0.14	3
6_report	axis_block_info[2]	-0.10	3
[timing repair]
action,4_1_cts,5_1_grt
resized,28,5
setup endpoints to repair,7,7
pin swaps,3,2
setup buffers,3,0
[cell type report]
type                            instances  share of cell area, %
Tap cell                               46                  12.60
Timing Repair Buffer                   18                  40.55
Multi-Input combinational cell         15                  18.90
Clock buffer                            4                  5.753
Sequential cell                         5                  22.19
[critical path, stage by stage, from the launching register on]
cell,delay [ns]
dfxtp_2,0.31
buf_6,0.11
and2_4,0.14
buf_6,0.10
Power and IR drop assume default switching activity.
